==> flow/design.v <==
module Siralayici (
input logic clk,reset,baslat,
input logic [4:0] d,
output logic mesgul,y
);
typedef enum {S0,S1,S2,S3,S4,S5,S6,S7} statetype;
statetype state,nextstate;
always_ff @(posedge clk)
if (reset)
state <= S0;
else
state<= nextstate;
always_comb begin
case(state)
S0: if (baslat)
nextstate = S1;
else
nextstate = S0;
S1: if (!baslat)
nextstate = S2;
else
nextstate = S1;
S2: if(!baslat)
nextstate = S3;
else nextstate = S2;
S3: if(!baslat)
nextstate = S4;
else nextstate = S3;
S4: if(!baslat)
nextstate = S5;
else nextstate = S4;
S5: if(!baslat)
nextstate = S6;
else nextstate = S5;
S6: if(!baslat)
nextstate = S7;
else nextstate = S6;
S7: if(!baslat)
nextstate = S0;
else nextstate = S7;
default: nextstate = S0;
endcase
end
always_comb begin
if (state==S0)begin
mesgul = 0;
y = 1;
end
else if (state ==S1)begin
mesgul = 1;
y = 0;
end
else if (state==S2)begin
mesgul = 1;
y = d[0];
end
else if (state==S3)begin
mesgul = 1;
y = d[1];
end
else if (state==S4)begin
mesgul = 1;
y = d[2];
end
else if (state==S5)begin
mesgul = 1;
y = d[3];
end
else if (state==S6)begin
mesgul = 1;
y = d[4];
end
else
begin
mesgul = 1;
y = 1;
end
end
endmodule
==> flow/run.sh <==
#!/bin/bash
# OpenROAD 26Q1-2900-gdf79404cd8, Yosys 0.63+post, stock flow scripts
make -C /OpenROAD-flow-scripts/flow DESIGN_CONFIG=/design/flow/config.mk WORK_HOME=/design/flow/orfs finish
==> flow/config.mk <==
export PLATFORM = sky130hd
export DESIGN_NAME = Siralayici
export DESIGN_NICKNAME = Siralayici
export VERILOG_FILES = /design/flow/design.v
export SDC_FILE = /design/flow/constraint.sdc
export NUM_CORES = 4
export LEC_CHECK = 1
export CORE_AREA = 10 10 70 70
export DIE_AREA = 0 0 80 80
==> flow/constraint.sdc <==
current_design Siralayici

set clk_period 2.1
set clk_io_pct 0.2

create_clock -name clk0 -period $clk_period [get_ports {clk}]

set non_clock_inputs [all_inputs -no_clocks]
set_input_delay [expr $clk_period * $clk_io_pct] -clock clk0 $non_clock_inputs
set_output_delay [expr $clk_period * $clk_io_pct] -clock clk0 [all_outputs]
==> summary.txt <==
Implementation summary

Based on the critical path, the design can be clocked at up to just over 500 MHz. Setup repair after global routing left no endpoint under its margin. The clock reaches the later pin of the worst-skew pair after ~0.25 ns. Checking max transition, the worst relative margin is 0.723. The post-detailed-placement cell area is approximately 490 µm².

The final worst hold slack is 0.503 ns. In this run the full chip footprint comes out at 6400 µm². The initial utilization of the core area, before any placement, comes to 0.103. The maximum fanout encountered on the critical timing path is 1.

The registers reported with the highest flop counts are state: 8 flops. The overall die width is 80 µm. Per the CTS log, the buffer count on the longest clock path is 2. For the pin with the worst max-slew slack, the measured transition is a little over 0.4 ns.

After routing, the total negative slack on setup checks comes to 0 ns. Counting endpoints that fail hold in the final report gives 0. The area share of and-or/or-and cells after synthesis is 0.128. Data on the critical path arrives at its endpoint at approximately 1.6 ns. The worst setup skew after layout is about 0.0067 ns. The max-capacitance violation count is 0. The detail route stage leaves a number of antenna-violating nets equal to 0. The largest stage delay on the critical path is about 0.40 ns. In this run the register-to-register setup slack is 1.43 ns. The fraction of the mapped netlist area in simple logic gates is 0.189.

The cell area after synthesis is ~350 µm². The number of placed instances, taps included, is approximately 90. The library cell contributing the largest single delay on the critical path is sky130_fd_sc_hd__clkdlybuf4s50_1. The via count of the first global-routing pass is between 200 and 300. The clock tree from TritonCTS is done. The cell at the root of the clock tree is sky130_fd_sc_hd__clkbuf_4.

The worst path meets setup with between 0.1 and 0.15 ns of slack. The share of synthesized area occupied by flip-flops and latches is 0.456. The region available for standard cell placement spans approximately 3400 µm². Across the VDD grid, the largest voltage drop is 0.130 mV. The layout cell share with drive strength beyond 1 is 0.106.

The number of antenna diodes in the final layout is 0. In the Yosys report the total cell count is 37. Using the TritonRoute via totals, the vias-per-cell ratio works out to 3.03. Leaving out fill and tap cells, the most frequent cell in the layout is sky130_fd_sc_hd__nor2_1. The sink count of the clock tree is 8. Checking hold timing, the worst path is listed with class reg -> reg.

STA classifies the critical path endpoint as an output port. At the end of routability-driven placement, the weighted congestion stood at 0.779. Traced cell by cell, the critical path runs through clkdlybuf4s50_1 > or2b_1 > a21oi_2 > o221ai_2 > dlygate4sd2_1. After detailed routing, the number of remaining DRC violations is 0. The count of input and output buffers is 9. Global routing finished with a remaining overflow of 0. The number of register bits inferred by synthesis is 8.

The final layout report lists a filler cell count of between 300 and 400. The die outline height is 80 µm. For this run, the detailed router's first-pass iteration total came to 2.

Of the available clock period, the critical path in the final layout requires 0.944. Per the detail_route report, the via count comes to 282. The wire length recorded after detailed routing is between 700 and 800 µm. The number of antenna violations at the first check in global routing is 0.

Entering global routing, the biggest net connects 9 pins. For the finished layout, the period the worst path requires is 1.98 ns. The share of synthesized registers carrying an async set or reset is 0. The synthesized netlist contains 15 unique library cells. According to the dpl log, the detail-placed design has an HPWL of roughly 650 µm. After synthesis, the chip area reported by Yosys is ~350 µm². The final instance area is between 500 and 600 µm².

According to the floorplan log, the row count is 21. For this design the static power due to leakage is just under 0.0002 µW. The data required time at the worst endpoint is between 1.5 and 2 ns. The startpoint type of the worst setup path is a primary input. A synthesized cell averages around 9.5 µm². Per the post-place timing report, worst setup slack is -0.244 ns. After clock tree synthesis, the flow added hold-fix buffers numbering 0. The count of routing violations after the opening detailed-route iteration is 24.

Ranked by flip-flop count, first place goes to state. The number of top-level pins is 10. The wire length of the first global-routing pass is roughly 1.3 mm. The XOR/XNOR share of the synthesized area is 0. The cell count after synthesis is 37. By area, the combinational part of the netlist is dominated by simple AND/OR/NAND/NOR gates. Looking at the worst setup and hold paths, the clock pins of their registers show a slew of 0.05 ns. Yosys mapped a number of flops with a built-in enable equal to 0. The run finished with clean final reports. Total global-route track usage over all layers is 0.0274.

After the flow finishes, the layout carries non-filler instances totaling between 90 and 100. Per the synth stats, the flop cell with the highest instance count is sky130_fd_sc_hd__dfxtp_1. The adder-cell share of the synthesized area is 0. Dividing the detail-routed wire length by the instance count gives approximately 8.6 µm. The type of the setup path with the least slack is in -> out. The end-of-flow timing check tallies setup violations at 0. The number of synthesis warnings is 1. The TritonCTS buffer count is 3. In the layout the commonest cells are sky130_fd_sc_hd__nor2_1 (9), sky130_fd_sc_hd__dfxtp_1 (8), sky130_fd_sc_hd__clkdlybuf4s50_1 (7), sky130_fd_sc_hd__mux2i_1 (6).

The post-CTS setup-driven buffer insertion count is 0. Per the run report, area growth between synthesis and finish was 45.2%. The max-slew violation total from the final report is 0.

CTS built an H-tree with a depth of 1. The flow reported a cell area power density of 602 nW/µm². The count of tool warnings is 25. The register with the most flip-flops in the layout has 8 of them. Summing all multiplexer cells gives an area fraction of 0.171.
==> kinds of logic (layout without fill, tap and decap cells) <==
kind of cell | Yosys count | count (layout)
and+or+nand+nor | 13 | 13
buffers and inverters | 5 | 15
DFF | 8 | 8
muxes | 6 | 6
AOI/OAI and AO/OA | 5 | 5
==> worst paths after layout <==
kind | start | to | cells past startpoint
hold reg to reg | state[7]$_DFF_P_ | state[7]$_DFF_P_ | 2
setup reg to reg | state[4]$_DFF_P_ | state[4]$_DFF_P_ | 2
hold / removal | state[7]$_DFF_P_ | state[7]$_DFF_P_ | 2
setup / recovery | d[3] | y | 5
==> stage by stage <==
step	utilization	total power (µW)
global placement	0.144	198
CTS	0.149	312
global route	0.149	323
detailed placement	0.144	198
floorplan	-	178
finish	0.149	307
==> layer usage <==
layer / up-vias / track usage / wire length [µm]
met1: 127 / 0.0302 / 315
met2: 8 / 0.0433 / 392
met3: 0 / 0.0205 / 89
met5: - / 0 / 0
li1: 147 / - / -
met4: 0 / 0.00176 / 0
==> synth_stat cells, types with 3 or more instances <==
master	count	area [µm²]
sky130_fd_sc_hd__mux2i_1	6	60.1
sky130_fd_sc_hd__dfxtp_1	8	160
sky130_fd_sc_hd__nor2_1	9	33.8
sky130_fd_sc_hd__inv_1	3	11.3
==> repair_timing <==
item	in CTS	in global routing
hold endpoints to repair	0	0
setup endpoints to repair	1	0
resized	2	0
==> report_power, final <==
group / switching (µW) / leakage (µW) / total (µW) / internal (µW)
Combinational: 12.0 / 0.000113 / 33.2 / 21.2
Clock: 49.4 / 0.0000138 / 115 / 65.2
Sequential: 3.58 / 0.0000651 / 159 / 156
Total: 64.9 / 0.000192 / 307 / 242
==> worst max-delay path, delay by kind of cell <==
family                 cells  cell delay, ns
buffers and inverters      2            0.65
AOI/OAI and AO/OA          2            0.25
and+or+nand+nor            1            0.24
==> cell type report <==
class / count / area [µm²] / share of cell area
Sequential cell: 8 / 160 / 0.314
Timing Repair Buffer: 9 / 87.6 / 0.172
Tap cell: 46 / 57.6 / 0.113
Inverter: 3 / 11.3 / 0.0221
Clock buffer: 3 / 22.5 / 0.0441
Multi-Input combinational cell: 24 / 171 / 0.336
Power figures rest on the tool's default switching activity, not on a simulated workload.
