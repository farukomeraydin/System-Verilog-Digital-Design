==> design/flow/design.v <==
module p1 (
input logic clk, reset,  
input logic [31:0] komut,
output logic [6:0] opcode,
output logic [3:0] aluop,
output logic [4:0] rs1,
output logic [4:0] rs2,
output logic [31:0] rs1_data,
output logic [31:0] rs2_data,
output logic [4:0] rd,
output logic [31:0] imm,
output logic hata
);
logic [31:0] komutreg;
logic [3:0] aluopreg;
logic [6:0] opcodereg;
logic [4:0] rs1reg;
logic [4:0] rs2reg;
logic [31:0] rs1_datareg;
logic [31:0] rs2_datareg;
logic [4:0] rdreg;
logic [31:0] immreg;
logic hatareg;
generate
always_ff @(posedge clk) begin
komutreg <= komut;
opcode <= opcodereg;
rs1 <= rs1reg;
rs2 <= rs2reg;
rs1_data <= rs1_datareg;
rs2_data <= rs2_datareg;
rd <= rdreg;
imm <= immreg;
hata <= hatareg;
aluop <= aluopreg;
end
endgenerate
assign opcodereg = komutreg[6:0] ; 
assign rs1_datareg = 32'b0;
assign rs2_datareg = 32'b0;
always @ ("*")
begin
hatareg = 0;
 if(opcodereg == 7'b0000001)  
 begin
 rs1reg = komutreg[19:15];
 rs2reg = komutreg[24:20];
 rdreg = komutreg[11:7] ;
 aluopreg = {komutreg[30],komutreg[14],komutreg[13],komutreg[12]};
 immreg = 32'b0;
 end
 else if(opcodereg == 7'b0000011)  
 begin
 rs1reg = komutreg[19:15];
 rdreg = komutreg[11:7] ;
 aluopreg = {1'b0,komutreg[14],komutreg[13],komutreg[12] };
 immreg = {20'b0 , komutreg[31:20] };
 rs2reg = 5'b0; 
 end
 else if(opcodereg == 7'b0000111)  
 begin
 rdreg = komutreg[11:7] ;
 immreg = {12'b0 , komutreg[31:12] };
 rs1reg = 5'b0; 
 rs2reg = 5'b0;
 aluopreg = 4'b0;
 end
 else if(opcodereg == 7'b0001111)  
 begin
 rs1reg = komutreg[19:15];
 rs2reg = komutreg[24:20];
 aluopreg = {1'b0,komutreg[14],komutreg[13],komutreg[12]};
 immreg = {19'b0,komutreg[31:25],komutreg[11:7],1'b0};
 rdreg = 5'b0; 
 end
 else
 begin
 hatareg = 1;
 rs1reg = komutreg[19:15];
 rs2reg = komutreg[24:20];
 aluopreg = {1'b0,komutreg[14],komutreg[13],komutreg[12]};
 immreg = {19'b0,komutreg[31:25],komutreg[11:7],1'b0};
 rdreg = 5'b0;
 end
end
endmodule
==> design/flow/run.sh <==
#!/bin/bash
# OpenROAD 26Q1-2900-gdf79404cd8, Yosys 0.63+post, stock flow scripts
make -C /OpenROAD-flow-scripts/flow DESIGN_CONFIG=/design/flow/config.mk WORK_HOME=/design/flow/orfs finish
==> design/flow/config.mk <==
export PLATFORM = sky130hd
export DESIGN_NAME = p1
export DESIGN_NICKNAME = p1
export VERILOG_FILES = /design/flow/design.v
export SDC_FILE = /design/flow/constraint.sdc
export NUM_CORES = 4
export LEC_CHECK = 1
export CORE_UTILIZATION = 40
==> design/flow/constraint.sdc <==
current_design p1

set clk_period 6.0
set clk_io_pct 0.2

create_clock -name clk0 -period $clk_period [get_ports {clk}]

set non_clock_inputs [all_inputs -no_clocks]
set_input_delay [expr $clk_period * $clk_io_pct] -clock clk0 $non_clock_inputs
set_output_delay [expr $clk_period * $clk_io_pct] -clock clk0 [all_outputs]
==> notes.md <==
flow finished, numbers: worst skew pair latency=0.33 ns, Floorplan Utilization=41.7%, Worst Tran Pin Value=0.742 ns, Remaining DRCs=0, synth top area cells=dfxtp_1 (59%), buf_4 (21%), mux2i_1 (4.5%), MaxCap Viol Count=0, Slew Viols, Final=0, VDD IR-drop max=0.000117 V, Leakage=0.00151 uW, hold_buf cts=0, Async S/R FF share, synth=0%, TritonCTS clock tree=built, reg-to-reg startpoint=komutreg[5], Synth cell types=26, CP arrival=1.13 ns, initial antenna violation count=0, Synth Cell Area=0.00268 mm2, CP peak stage delay=0.50 ns, GRT met1 Usage=19.2%, area leader, netlist=dfxtp_1, Routed Antenna Nets=0, CP max FO=1, main flop type=dfxtp_1, # diodes=0, cell area after placement=0.00326 mm2, Layout fillers=559, vias after detailed routing=1508, vias in the first global route=1314, Non-Filler Instances=394, Critical Path RT=4.80 ns, Worst Setup SP=imm[2], final setup vio count=0, busiest grt layer=met2, GRT met3 Usage=2.61%, Die ar.=0.00703 mm2, delay-heaviest family, CP=buffers and inverters, OpenROAD warnings=26, Num CTS Buffers=9, power per cell area=280 mW/mm2, placed instance count=379, Yosys Chip Area=0.00268 mm2, Max clock buf depth=2, worst hold start=komutreg[0], Final HPWL DP=3070 um, Post-synth EDFFs=0, final worst path period need=2.33 ns, Cell Rows=29, GRT Util Overall=12.8%, first-pass GRT wire length=6800 um, via/cell ratio=3.83, Post-CTS Setup Inserts=0, I/O pins=157, Routed WL=4320 um, Post-Syn Instances=227, total grt overflow=0, unrepaired setup endpoints after global routing=false, CTS Sinks=79, Ys Warns=1, buffer-and-inverter tally for the worst setup path=1, final hold violation count=0, status=finished clean, hold crit path type=register to register, Seq share, synth=59.0%, design area=0.00344 mm2, met2 Use GR=19.4%, Area Overhead vs Synth=28.3%, number of DRC markers in iteration 0=48, final worst path period share=38.8%, FMAX=430 MHz, Top-area cell share=59.0%, Post-Syn Area per Cell=11.8 um2, ys cells=227, slowest stage cell, crit path=clkdlybuf4s50_1, htree depth=3, routed length per instance=11.0 um, crit start category=register, crit path capture type=output port, Rel. slew slack=50.4%, GP Congestion=0.757, largest net degree at the start of global routing=19, CP Cell Sequence=clkdlybuf4s50_1, Die X=83.9 um, Port Buffers=79, Root Buffer=clkbuf_8, core region area=0.00642 mm2, final setup TNS=0 ns, Tot Pwr=963 uW, share of layout cells above drive strength 1=5.99%, clock slew at reported path FFs=0.07 ns, DRT Pass-1 Iters=25, DIE HEIGHT=83.9 um, Yosys reg bits=79, crit path kind=register to output port, fin util=53.5%, PostCTS Resize Cnt=0, skew final=0.00917 ns
-- cell type report --
class / count / area, um2 / area share [%]
clock buffer: 12 / 155 / 4.51
clock inverter: 3 / 18.8 / 0.546
inverter: 1 / 3.75 / 0.109
multi-input combinational: 141 / 777 / 22.6
sequential: 79 / 1580 / 46.0
tap: 77 / 96.3 / 2.80
timing repair buffer: 81 / 806 / 23.4
-- registers in the layout, indices dropped and copies added, names as in the netlist --
| register | cells |
|---|---|
| komutreg | 32 |
| imm | 20 |
| opcode | 7 |
| rd | 5 |
| rs1 | 5 |
| rs2 | 5 |
| aluop | 4 |
| hata | 1 |
-- Yosys cell counts, types with 2 or more instances --
master and n:
dfxtp_1 79, mux2i_1 12, o2bb2ai_1 11, and2_1 17, and2b_1 3, nand2_1 3, nor2b_1 6, nor4b_1 2
buf_2 2, buf_4 76
-- cell families after synthesis --
logic type / count (synthesis) / synth area share (%)
muxes: 12 / 4.48
DFF: 79 / 59.0
and+or+nand+nor: 39 / 9.62
AOI/OAI and AO/OA: 14 / 4.25
other: 1 / 0.140
buffers and inverters: 82 / 22.5
-- power by group --
part	switching (uW)	leakage (uW)	total [uW]	internal, uW
clock network	171	0.0000922	341	170
registers	10.1	0.000661	559	549
logic	14.1	0.000755	63.3	49.3
-- worst register-to-register path, delay by kind of cell (launching register included) --
family / cells / cell delay, ns
and+or+nand+nor: 2 / 1.24
AOI/OAI and AO/OA: 1 / 0.41
DFF: 1 / 0.32
-- through the flow --
| stage | setup slack (ns) | hold slack, ns |
|---|---|---|
| 6_report | 3.67 | 0.369 |
| 5_1_grt | 3.61 | 0.387 |
| 4_1_cts | 3.65 | 0.372 |
| 3_5_place_dp | 3.92 | 0.356 |
| 3_3_place_gp | 3.91 | 0.347 |
| 2_1_floorplan | 4.41 | 0.326 |
-- final timing paths --
check | end | slack [ns] | depth (start not counted)
max | imm[2] | 3.67 | 1
max reg2reg | imm[4] | 3.93 | 3
min | opcode[0] | 0.37 | 0
min reg2reg | opcode[0] | 0.37 | 0
-- layer usage --
metal  wire length, um  part of all wire (%)
met1              1850                    43
met2              2060                    48
met3               323                   7.5
met4                81                   1.9
met5                 0                     0
-- cells in the final DEF, fill, tap and decap left out --
cell type	Yosys	routed
and2b_1	3	3
o21ai_0	1	1
inv_1	1	1
clkbuf_8	0	11
o2bb2ai_1	11	11
buf_4	76	2
o211ai_1	1	1
nand2_1	3	3
nor3_1	1	1
clkdlybuf4s50_1	0	79
nand3b_1	1	1
and2_1	17	17
or4b_4	1	1
nor2b_1	6	6
clkinv_4	0	1
conb_1	1	76
nand3_1	1	1
nand2b_1	1	1
a21oi_1	1	1
clkbuf_1	1	1
nor4b_1	2	2
or3_4	1	1
dfxtp_1	79	79
mux2i_1	12	12
nor3_2	1	1
clkinv_2	0	2
nor2_1	1	1
Power is estimated from default activity; no workload was simulated.
